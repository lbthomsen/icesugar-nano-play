<file path="flow/config.mk">
export PLATFORM = sky130hd
export DESIGN_NAME = i2cpwm
export DESIGN_NICKNAME = i2cpwm
export VERILOG_FILES = /design/flow/design.v
export SDC_FILE = /design/flow/constraint.sdc
export NUM_CORES = 4
export LEC_CHECK = 1
export CORE_UTILIZATION = 50
</file>
<file path="flow/constraint.sdc">
current_design i2cpwm

set clk_period 3.9
set clk_io_pct 0.2

create_clock -name clk0 -period $clk_period [get_ports {clk}]

set non_clock_inputs [all_inputs -no_clocks]
set_input_delay [expr $clk_period * $clk_io_pct] -clock clk0 $non_clock_inputs
set_output_delay [expr $clk_period * $clk_io_pct] -clock clk0 [all_outputs]
</file>
<file path="flow/design.v">
module clk_module #(parameter DIVIDER=12000000) (
    input           clk_in, 
    output          clk_out
);
    reg [31:0] counter;
    initial begin
        counter <= 0;
    end
    assign clk_out = counter < (DIVIDER / 2) ? 1 : 0;
    always @(posedge clk_in) begin
        counter <= counter + 1;
        if (counter >= DIVIDER) counter <= 0;
    end
endmodule
module i2c_slave_module (
  input wire clk,
  input wire rst,
  inout wire sda,
  output reg sda_out
);
  reg [7:0] data_reg;
  reg [2:0] state;
  parameter SLAVE_ADDRESS = 8'hA0;
  parameter IDLE = 3'b000;
  parameter ADDRESS_MATCH = 3'b001;
  parameter DATA_TRANSFER = 3'b010;
  parameter ACK = 3'b011;
  parameter CLK_COUNT = 8;
  parameter BIT_COUNT = 8;
  reg [7:0] clk_count;
  reg [2:0] bit_count;
  reg sda_ack;
  wire sda_internal;
  assign sda_internal = (state == ADDRESS_MATCH || state == DATA_TRANSFER) ? data_reg[bit_count] : 1'bz;
  always @(posedge clk) begin
    if (rst) begin
      sda_out <= 1'bz;
    end else begin
      sda_out <= sda_ack ? sda_internal : 1'bz;
    end
  end
  always @(posedge clk) begin
    if (rst) begin
      state <= IDLE;
      sda_ack <= 1'b0;
      clk_count <= 0;
      bit_count <= 0;
      data_reg <= 0;
    end else begin
      case (state)
        IDLE: begin
          if (~sda[0] && sda[1]) begin
            state <= ADDRESS_MATCH;
          end
        end
        ADDRESS_MATCH: begin
          if (clk_count == CLK_COUNT - 1) begin
            clk_count <= 0;
            if (sda[0]) begin
              state <= IDLE;
            end else begin
              if (sda[1:2] == SLAVE_ADDRESS) begin
                sda_ack <= 1'b1;
                state <= DATA_TRANSFER;
              end else begin
                state <= IDLE;
              end
            end
          end else begin
            clk_count <= clk_count + 1;
          end
        end
        DATA_TRANSFER: begin
          if (clk_count == CLK_COUNT - 1) begin
            clk_count <= 0;
            if (bit_count == BIT_COUNT - 1) begin
              state <= ACK;
            end else begin
              bit_count <= bit_count + 1;
            end
          end else begin
            clk_count <= clk_count + 1;
          end
        end
        ACK: begin
          if (clk_count == CLK_COUNT - 1) begin
            clk_count <= 0;
            if (~sda[0]) begin
              sda_ack <= 1'b1;
              if (bit_count == 0) begin
                state <= DATA_TRANSFER;
              end else begin
                state <= ACK;
              end
            end else begin
              sda_ack <= 1'b0;
              state <= IDLE;
            end
          end else begin
            clk_count <= clk_count + 1;
          end
        end
      endcase
    end
  end
endmodule
module i2cpwm (
    input           clk, 
    output          led, 
    output [7:0]    leds, 
    input           scl, 
    inout           sda
);
    wire led_clk;
    wire pwm_clk;
    reg [7:0] value[8];
    assign led = led_clk;
    initial begin
        value[0] = 1;
        value[1] = 20;
        value[2] = 40;
        value[3] = 60;
        value[4] = 80;
        value[5] = 100;
        value[6] = 200;
        value[7] = 255; 
    end
    clk_module #(.DIVIDER(12000000)) clk_1_s (
        .clk_in(clk), 
        .clk_out(led_clk)
    );
    clk_module #(.DIVIDER(1200)) clk_1_ms (
        .clk_in(clk), 
        .clk_out(pwm_clk)
    );
    i2c_slave_module i2c_slave (
        .clk(scl), 
        .sda(sda)
    );
    pwm_module pwm0 (
        .clk(pwm_clk), 
        .value(value[0]), 
        .out(leds[0])
    );
    pwm_module pwm1 (
        .clk(pwm_clk), 
        .value(value[1]), 
        .out(leds[1])
    );
    pwm_module pwm2 (
        .clk(pwm_clk), 
        .value(value[2]), 
        .out(leds[2])
    );
    pwm_module pwm3 (
        .clk(pwm_clk), 
        .value(value[3]), 
        .out(leds[3])
    );
    pwm_module pwm4 (
        .clk(pwm_clk), 
        .value(value[4]), 
        .out(leds[4])
    );
    pwm_module pwm5 (
        .clk(pwm_clk), 
        .value(value[5]), 
        .out(leds[5])
    );
    pwm_module pwm6 (
        .clk(pwm_clk), 
        .value(value[6]), 
        .out(leds[6])
    );
    pwm_module pwm7 (
        .clk(pwm_clk), 
        .value(value[7]), 
        .out(leds[7])
    );
endmodule
module pwm_module (
    input               clk, 
    input        [7:0]  value, 
    output              out
);
    reg [7:0] counter;
    assign out = counter < value ? 0 : 1;
    initial begin
        counter = 0;
    end
    always @(posedge clk) begin
        counter <= counter + 1;
    end
endmodule
</file>
<file path="flow/run.sh">
#!/bin/bash
# OpenROAD 26Q1-2900-gdf79404cd8, Yosys 0.63+post, stock flow scripts
make -C /OpenROAD-flow-scripts/flow DESIGN_CONFIG=/design/flow/config.mk WORK_HOME=/design/flow/orfs finish
</file>
==> GITHUB_STEP_SUMMARY <==
## PnR job results

| Metric | Value |
|---|---|
| Outcome | `finished, final reports clean` |
| CTS tree | `done` |
| Final hold violation count | `0` |
| Total chip power | `about 1.2 mW` |
| Register pins left without a clock | `64` |
| Asr flop ratio synth | `0` |
| CP Launch Type | `flop` |
| P_sw | `259 µW` |
| Core area | `8810 µm²` |
| Starting DRT DRC Count | `roughly 80` |
| First-pass GRT wire length | `11000 µm` |
| Post-CTS sizing | `0` |
| Max-slew violation count | `0` |
| Cell Area, Synth | `4600 µm²` |
| M1 GR Usage | `0.207` |
| Syn_area_per_cell | `around 10 µm²` |
| CTS clock-pin slew for the worst setup and hold paths | `0.07 ns` |
| Chip height | `98.0 µm` |
| Largest net degree at the start of global routing | `65` |
| Static Leak | `1.96 nW` |
| Required @ worst endpoint | `3.12 ns` |
| Worst hold slack | `approximately 0.46 ns` |
| Initial antenna violation count | `0` |
| # IOs | `12` |
| Area Overhead vs Synth | `8.97%` |
| Final setup TNS | `0 ns` |
| Post-synth top flop | `dfxtp_1` |
| Vias in the first global route | `~2600` |
| Pwr dens | `231 nW/µm²` |
| Input/output buffers | `9` |
| Fmax | `0.374 GHz` |
| Cell count after synthesis | `447` |
| Seq/Total Area, Yosys | `0.557` |
| Worst r2r src | `clk_1_s.counter[0]` |
| Share of layout cells above drive strength 1 | `0.0496` |
| Ys Warns | `10` |
| Global Route met2 Usage | `0.227` |
| Type of the tightest min-delay check | `reg -> reg` |
| Total track usage | `0.139` |
| Yosys cell count | `447` |
| Setup violations, final | `0` |
| Drt first pass iters | `14` |
| Final WL | `between 5000 and 6000 µm` |
| Storage cell area | `2560 µm²` |
| Most used routing layer | `met2` |
| Clock Power Share | `0.415` |
| Routed via count | `2930` |
| Antenna viol nets, final | `0` |
| RePlAce Congestion | `0.808` |
| Clk latency of the worst-skew pair | `~0.33 ns` |
| Tmin final | `2.68 ns` |
| Endpoints left unconstrained | `around 73` |
| Combinational group share of total power | `0.004` |
| Worst endpoint data arrival time | `between 1.5 and 2 ns` |
| Post-detail-place hpwl | `4160 µm` |
| Remaining global-route overflow | `0` |
| TritonCTS buffer count | `9` |
| Drt drc | `0` |
| Sequential power share | `0.581` |
| Yosys stat area | `4600 µm²` |
| Floorplan Utilization | `0.523` |
| Setup crit end kind | `output port` |
| Vias per cell | `4.95` |
| Setup crit start | `clk_1_s.counter[8]` |
| Core Rows | `34` |
| R2R Setup Slk | `1.88 ns` |
| Die Width | `98.0 µm` |
| EDFF count, synth | `0` |
| WL/cell | `9.88 µm` |
| Post-CTS Setup Inserts | `0` |
| H-tree depth | `3` |
| Distinct lib cells | `43` |
| Max_cap viols | `0` |
| Max VDD drop | `0.278 mV` |
| ANT cells | `0` |
| Crit path kind | `reg -> out` |
| OpenROAD warnings | `28` |
| Share of the clock period used by the worst path | `0.686` |
| CTS root buffer | `clkbuf_8` |
| Crit path max fanout | `7` |
| Die area | `9600 µm²` |
| Comb gate area | `just under 2000 µm²` |
| Switch share | `0.224` |
| Clk_skew | `0.00926 ns` |
| Unrepaired setup endpoints after global routing | `no` |
| Hold Path Origin | `clk_1_ms.counter[0]` |
| P_int | `900 µW` |
| FILL cells | `770` |
| Max Root-Sink Buffers | `2` |
| Hold-fix buffers, CTS | `0` |
| Ys flops | `128` |
| Met3 GRT Util | `0.0254` |
==> synth_stat cells (8+ instances only) <==
cell type    n  area share
nand4_1     15       0.020
dfxtp_1    128        0.56
and3_1      12       0.016
xnor2_1     46       0.088
xor2_1      24       0.046
a21oi_1     10       0.011
nor2_1      40       0.033
buf_4        8       0.013
nand2_1     26       0.021
o21ai_0      9      0.0098
nor4_1      10       0.014
ha_1        11       0.030
inv_1       15       0.012
nor3_1      10       0.011
nand3_1     29       0.032
and4_1       8       0.015
==> flip-flops by register name, indices dropped and copies added, names as in the netlist <==
name              flops
pwm3.counter          8
pwm5.counter          8
clk_1_s.counter      32
pwm6.counter          8
pwm1.counter          8
pwm7.counter          8
pwm0.counter          8
pwm2.counter          8
clk_1_ms.counter     32
pwm4.counter          8
==> worst paths after layout <==
check / endpoint / depth (start not counted)
min: clk_1_ms.counter[0] / 1
max reg2reg: clk_1_s.counter[18] / 5
min reg2reg: clk_1_ms.counter[0] / 1
max: led / 5
==> metal layers <==
metal / part of all wire / vias up
met2: 0.44 / 24
met4: 0.014 / 0
li1: - / 1561
met1: 0.51 / 1335
met5: 0 / -
met3: 0.026 / 10
==> cells in the final DEF (no fill, tap or decap), drive strengths merged, types with 6 or more instances in the layout <==
cell and count:
or3 6, nor3 10, conb 29, nor2 40, nand2 26, ha 11
a21oi 10, and3 13, clkdlybuf4s50 9, nand3 30, nand4 16, xor2 24
nor4 10, clkbuf 9, dfxtp 128, and4 8, o21ai 9, inv 16
xnor2 46
==> metrics by stage <==
stage	area, µm²	worst slack, ns	util	instances
floorplan	4710	2.08	-	475
global placement	4850	1.57	0.550	576
detailed placement	4850	1.58	0.550	576
CTS	5020	1.20	0.570	592
global route	5020	1.06	0.570	592
finish	5020	1.22	0.570	592
==> final cells by class <==
type                       instances  share of cell area
timing repair buffer              11              0.0209
tap                              108              0.0269
multi-input combinational        314               0.396
clock inverter                     7             0.00948
clock buffer                       9              0.0247
sequential                       128               0.511
inverter                          15              0.0112
==> power groups by stage <==
stage | logic, mW | registers, mW | clock network [mW]
finish | 0.00511 | 0.673 | 0.481
global route | 0.00708 | 0.674 | 0.538
CTS | 0.00537 | 0.673 | 0.503
==> worst max-delay path: stages, from the launching register on <==
cell and delay [ns]:
dfxtp_1 0.38, a21oi_1 0.19, o21ai_0 0.10, a41o_1 0.26
a31oi_1 0.16, clkdlybuf4s50_1 0.48
==> logic make-up (layout without fill, tap and decap cells) <==
group / Yosys count / count (layout) / synth area share
other: 1 / 29 / 0.000814
buffers and inverters: 33 / 42 / 0.0361
AND-OR/OR-AND: 35 / 35 / 0.0503
XOR/XNOR: 70 / 70 / 0.133
AND/OR/NAND/NOR: 169 / 169 / 0.193
flip-flops: 128 / 128 / 0.557
adder cells (fa/ha/maj): 11 / 11 / 0.0299
Power figures rest on the tool's default switching activity, not on a simulated workload.
